[/design/flow/config.mk]
export PLATFORM = sky130hd
export DESIGN_NAME = add_32
export DESIGN_NICKNAME = add_32
export VERILOG_FILES = /design/flow/design.v
export SDC_FILE = /design/flow/constraint.sdc
export NUM_CORES = 4
export LEC_CHECK = 1
export CORE_AREA = 10 10 92 92
export DIE_AREA = 0 0 102 102
[/design/flow/constraint.sdc]
current_design add_32

set clk_period 31.2
set clk_io_pct 0.2

create_clock -name clk0 -period $clk_period

set non_clock_inputs [all_inputs -no_clocks]
set_input_delay [expr $clk_period * $clk_io_pct] -clock clk0 $non_clock_inputs
set_output_delay [expr $clk_period * $clk_io_pct] -clock clk0 [all_outputs]
[/design/flow/design.v]
module add_32 (a, b, cin, sum_32, cout_31);
		input logic [31:0] a, b;
		input logic cin;
		output logic cout_31;
		output logic [31:0] sum_32;
		logic c0, c1, c2, c3, c4, c5, c6, c7, c8, c9, c10, c11, c12, c13, c14, c15,
				c16, c17, c18, c19, c20, c21, c22, c23, c24, c25, c26, c27, c28, c29, c30;
		fullAdder fa0 (.A(a[0]), .B(b[0]), .Cin(cin), .Sum(sum_32[0]), .Cout(c0));
		fullAdder fa1 (.A(a[1]), .B(b[1]), .Cin(c0), .Sum(sum_32[1]), .Cout(c1));
		fullAdder fa2 (.A(a[2]), .B(b[2]), .Cin(c1), .Sum(sum_32[2]), .Cout(c2));
		fullAdder fa3 (.A(a[3]), .B(b[3]), .Cin(c2), .Sum(sum_32[3]), .Cout(c3));
		fullAdder fa4 (.A(a[4]), .B(b[4]), .Cin(c3), .Sum(sum_32[4]), .Cout(c4));
		fullAdder fa5 (.A(a[5]), .B(b[5]), .Cin(c4), .Sum(sum_32[5]), .Cout(c5));
		fullAdder fa6 (.A(a[6]), .B(b[6]), .Cin(c5), .Sum(sum_32[6]), .Cout(c6));
		fullAdder fa7 (.A(a[7]), .B(b[7]), .Cin(c6), .Sum(sum_32[7]), .Cout(c7));
		fullAdder fa8 (.A(a[8]), .B(b[8]), .Cin(c7), .Sum(sum_32[8]), .Cout(c8));
		fullAdder fa9 (.A(a[9]), .B(b[9]), .Cin(c8), .Sum(sum_32[9]), .Cout(c9));
		fullAdder fa10 (.A(a[10]), .B(b[10]), .Cin(c9), .Sum(sum_32[10]), .Cout(c10));
		fullAdder fa11 (.A(a[11]), .B(b[11]), .Cin(c10), .Sum(sum_32[11]), .Cout(c11));
		fullAdder fa12 (.A(a[12]), .B(b[12]), .Cin(c11), .Sum(sum_32[12]), .Cout(c12));
		fullAdder fa13 (.A(a[13]), .B(b[13]), .Cin(c12), .Sum(sum_32[13]), .Cout(c13));
		fullAdder fa14 (.A(a[14]), .B(b[14]), .Cin(c13), .Sum(sum_32[14]), .Cout(c14));
		fullAdder fa15 (.A(a[15]), .B(b[15]), .Cin(c14), .Sum(sum_32[15]), .Cout(c15));
		fullAdder fa16 (.A(a[16]), .B(b[16]), .Cin(c15), .Sum(sum_32[16]), .Cout(c16));
		fullAdder fa17 (.A(a[17]), .B(b[17]), .Cin(c16), .Sum(sum_32[17]), .Cout(c17));
		fullAdder fa18 (.A(a[18]), .B(b[18]), .Cin(c17), .Sum(sum_32[18]), .Cout(c18));
		fullAdder fa19 (.A(a[19]), .B(b[19]), .Cin(c18), .Sum(sum_32[19]), .Cout(c19));
		fullAdder fa20 (.A(a[20]), .B(b[20]), .Cin(c19), .Sum(sum_32[20]), .Cout(c20));
		fullAdder fa21 (.A(a[21]), .B(b[21]), .Cin(c20), .Sum(sum_32[21]), .Cout(c21));
		fullAdder fa22 (.A(a[22]), .B(b[22]), .Cin(c21), .Sum(sum_32[22]), .Cout(c22));
		fullAdder fa23 (.A(a[23]), .B(b[23]), .Cin(c22), .Sum(sum_32[23]), .Cout(c23));
		fullAdder fa24 (.A(a[24]), .B(b[24]), .Cin(c23), .Sum(sum_32[24]), .Cout(c24));
		fullAdder fa25 (.A(a[25]), .B(b[25]), .Cin(c24), .Sum(sum_32[25]), .Cout(c25));
		fullAdder fa26 (.A(a[26]), .B(b[26]), .Cin(c25), .Sum(sum_32[26]), .Cout(c26));
		fullAdder fa27 (.A(a[27]), .B(b[27]), .Cin(c26), .Sum(sum_32[27]), .Cout(c27));
		fullAdder fa28 (.A(a[28]), .B(b[28]), .Cin(c27), .Sum(sum_32[28]), .Cout(c28));
		fullAdder fa29 (.A(a[29]), .B(b[29]), .Cin(c28), .Sum(sum_32[29]), .Cout(c29));
		fullAdder fa30 (.A(a[30]), .B(b[30]), .Cin(c29), .Sum(sum_32[30]), .Cout(c30));
		fullAdder fa31 (.A(a[31]), .B(b[31]), .Cin(c30), .Sum(sum_32[31]), .Cout(cout_31));
endmodule  
module add_32_tb();
		logic [31:0] a, b, sum_32;
		logic cin, cout_31;
		add_32 dut (.a, .b, .cin, .sum_32, .cout_31);
		initial begin
			cin = 0; a = 32'h00000000; b = 32'h00000000; #10;  
						a = 32'h00000000; b = 32'hFFFFFFFF; #10;  
						a = 32'h00000001; b = 32'hFFFFFFFF; #10;  
						a = 32'h000000FF; b = 32'h00000001; #10;  
						a = 32'h000000FF; b = 32'hFFFFFF00; #10;  
			cin = 1; a = 32'h00000000; b = ~32'h00000000; #10;
						a = 32'h00000000; b = ~32'hFFFFFFFF; #10;
						a = 32'h00000001; b = ~32'h00000001; #10;
						a = 32'h00000100; b = ~32'h00000001; #10;
		end  
endmodule  
module fullAdder (A, B, Cin, Sum, Cout);
		input logic A, B, Cin;
		output logic Sum, Cout;
		assign Sum = A ^ B ^ Cin;
		assign Cout = A & B | Cin & (A ^ B);
endmodule  
module fullAdder_tb();
		logic A, B, Cin, Sum, Cout;
		fullAdder dut (.A, .B, .Cin, .Sum, .Cout);
		integer i;
		initial begin
			for (i = 0; i < 2**3; i++) begin
				{A, B, Cin} = i; #10;
			end
		end  
endmodule  
[/design/flow/run.sh]
#!/bin/bash
# OpenROAD 26Q1-2900-gdf79404cd8, Yosys 0.63+post, stock flow scripts
make -C /OpenROAD-flow-scripts/flow DESIGN_CONFIG=/design/flow/config.mk WORK_HOME=/design/flow/orfs finish
==> results.toml <==
# yosys + openroad results
[outcome]
status = "complete, no violations"

[setup_path]
arrival_ns = 19.35
worst_setup_path_start_kind = "input pin"
worst_ep_required_time_ns = 24.96
critPathMaxFanout = 1
cpPeakStageDelay_ns = 0.47
cp-end-kind = "primary output"
slowest_stage = "clkdlybuf4s50_1"
crit_type = "input pin to primary output"
crit_top_cell = "fa_1"

[job]
cap_violations = 0
tool_warnings = 32

[logic_synthesis]
top_area_cell = "fa_1"
top_cells_by_area = "fa_1, buf_4, inv_1"
syn_area_um2 = 948
ys_cells = 82
yosys.stat.chipArea_um2 = 948
common_cells = "buf_4, fa_1, inv_1"
ys_types = 3
yosysWarnings = 0
top_cell_area_share_pct = 67.5
synth_cells = 82
postSynthSeqShare_pct = 0
post_synth.cell_area_avg_um2 = 11.6

[worst_hold_path]
hold_class = "input pin to primary output"
hold-path-endpoint = "sum_32[0]"
hold_depth = 5
hold_start = "cin"

[floorplanning]
die_h_um = 102
dieArea_mm2 = 0.0104
core_area_mm2 = 0.00646
num_io_pins = 98
fp.dieW_um = 102
fp_util_pct = 14.7
std_cell_rows = 29

[grt]
grt_pass1_vias = 923
grt_pass1_wl_um = 4740
grt_max_degree = 2
grt_antenna_before_repair = 0
use_met3_pct = 4.98
grt_overflow = 0
top_usage_layer = "met2"
grt_util_met1_pct = 6.90
grtUsageTotal_pct = 5.80
use_met2_pct = 8.40

[final_timing]
hold_ws_ns = 13.52
relSlewSlack_pct = 92.1
fin_crit_sh_pct = 82.0
hold_viol = 0
setup_viol = 0
worst_slack_ns = 5.61
grt_setup_unrepaired = "no"
max_freq_ghz = 0.0391
tns_ns = 0
max_slew.worst_pin.slew_ns = 0.118
final_max_slew_viol_count = 0
fin_crit_ns = 25.59

[cts]
hold_buffers = 0
cts-resized-gates = 0
cts_setup_buffers = 0

[drt]
avgViaCountPerCell = 3.35
n_antenna_cell = 0
postRouteAntennaNets = 0
routedWlPerCell_um = 14.2
drt_first_iter_violations = 3
wl_um = 3200
vias = 753
drc = 0
drtPass1Iterations = 2

[power_and_ir_drop]
power_density_mw_per_mm2 = 19.5
cellLeakagePower_nw = 0.713
p_clk_share_pct = 0
switching_share_pct = 26.7
total_power_mw = 0.0349
p_int_mw = 0.0256
vdd.ir_drop.worst_mv = 0.00693
p_seq_share_pct = 0
combPwrFrac_pct = 100.0
p_switching_mw = 0.00929

[layout]
nFillCells = 665
drive_gt1_share_pct = 0
nClkBuffers = 0
combGateArea_um2 = 641
regArea_um2 = 0
final_cell_area_mm2 = 0.00179
seq_cell_count = 0
area_growth_pct = 88.3

[placed_design]
dp_slack_ns = 5.49
io_buffers = 98
gp_congestion = 0.764
dp_hpwl_um = 3170
dpl_cell_area_mm2 = 0.00179
cells in the final DEF (no fill, tap or decap), drive strengths merged:
| master | count |
|---|---|
| clkdlybuf4s50 | 98 |
| inv | 18 |
| fa | 32 |
power by group through the flow:
| stage | sequential [mW] | combinational [mW] | clock (mW) |
|---|---|---|---|
| final | 0 | 0.0349 | 0 |
| after global routing | 0 | 0.0397 | 0 |
| after CTS | 0 | 0.0363 | 0 |
final cells by class:
cell class | count | area share (%)
multi-input cells | 32 | 35.9
repair buffers | 98 | 54.9
well taps | 77 | 5.40
inverters | 18 | 3.78
metal layers:
| metal | vias up | part of all wire, % | routed length [µm] |
|---|---|---|---|
| li1 | 328 | - | - |
| met5 | - | 0 | 0 |
| met3 | 0 | 26 | 838 |
| met4 | 0 | 0 | 0 |
| met2 | 87 | 37 | 1180 |
| met1 | 338 | 37 | 1180 |
logic make-up after synthesis:
logic type  share of synthesized area, %
buf+inv                             32.5
fa+ha+maj                           67.5
critical path: cells and delay by family:
| kind | cells | cell delay [ns] |
|---|---|---|
| buf+inv | 8 | 1.28 |
| fa+ha+maj | 32 | 11.82 |
metrics by stage:
stage / utilization (%) / instances
after CTS: 27.6 / 225
after floorplan: - / 82
after global placement: 27.6 / 225
after global routing: 27.6 / 225
final: 27.6 / 225
after detailed placement: 27.6 / 225
worst max-delay path by stage:
stage                 depth (start not counted)  slack [ns]  startpoint         end
after CTS                                    40        5.49        a[0]  sum_32[31]
after global routing                         40        5.04        a[0]  sum_32[31]
final                                        40        5.61        a[0]  sum_32[31]
Power is estimated from default activity; no workload was simulated.
